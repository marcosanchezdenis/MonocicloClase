==> design/flow/design.v <==
`timescale 1ns / 1ps
module registro_transmisor (
	input wire clk,
	input wire reset,
	input wire enable,
	input wire [31:0]d,
	output reg [31:0]q
);
always@(posedge clk or posedge reset ) begin
	if (reset) begin 
		q<=32'd0;
	end else begin 
		if(enable) begin 
			q<=d;
		end 		
	end
end
endmodule
==> design/flow/run.sh <==
#!/bin/bash
# OpenROAD 26Q1-2900-gdf79404cd8, Yosys 0.63+post, stock flow scripts
make -C /OpenROAD-flow-scripts/flow DESIGN_CONFIG=/design/flow/config.mk WORK_HOME=/design/flow/orfs finish
==> design/flow/config.mk <==
export PLATFORM = sky130hd
export DESIGN_NAME = registro_transmisor
export DESIGN_NICKNAME = registro_transmisor
export VERILOG_FILES = /design/flow/design.v
export SDC_FILE = /design/flow/constraint.sdc
export NUM_CORES = 4
export LEC_CHECK = 1
export CORE_AREA = 10 10 98 98
export DIE_AREA = 0 0 108 108
export SYNTH_HDL_FRONTEND = slang
==> design/flow/constraint.sdc <==
current_design registro_transmisor

set clk_period 1.0
set clk_io_pct 0.2

create_clock -name clk0 -period $clk_period [get_ports {clk}]

set non_clock_inputs [all_inputs -no_clocks]
set_input_delay [expr $clk_period * $clk_io_pct] -clock clk0 $non_clock_inputs
set_output_delay [expr $clk_period * $clk_io_pct] -clock clk0 [all_outputs]
==> results.py <==
# Metrics from the implementation run
metrics = {
    "power_and_ir_drop": {
        "powerDensity_mw_per_mm2": 1440,
        "total_power_mw": 3.19,
        "p_int_mw": 2.49,
        "pwr-share-seq_pct": 46.5,
        "combPwrFrac_pct": 21.2,
        "power.leakage_nw": 1.07,
        "p_sw_uw": 698,
        "clkPwrFrac_pct": 32.3,
        "irDropWorstVdd_uv": 479,
        "swShare_pct": 21.9,
    },
    "synthesis": {
        "ys_cells": 69,
        "synth.largest_area_cell": "dfrtp_1",
        "syn-instance-count": 69,
        "yosys_area_mm2": 0.00135,
        "netlist_area_mm2": 0.00135,
        "ys_seq_share_pct": 59.4,
        "yosys.cell_types.count": 6,
        "ys_seq_elements": 32,
        "yosys_warnings": 0,
        "area_leaders": "dfrtp_1, mux2_4, buf_12, mux2_2, buf_6",
        "top_cell_area_share_pct": 59.4,
        "syn_avg_cell_area_um2": 19.5,
    },
    "placement": {
        "place_area_mm2": 0.00218,
        "portBuffers": 66,
        "place.gp.congestion": 0.724,
        "dp_hpwl_um": 2590,
        "place_inst": 244,
    },
    "clocking": {
        "cts_tree": "built",
        "clk_pin_slew_ns": 0.07,
        "clockBufferDepth": 2,
        "cts_hold_buffers": 0,
        "clockRootBuffer": "clkbuf_8",
        "cts.sinks": 32,
        "cts_buffers": 5,
        "worst_skew_pair.late_latency_ns": 0.27,
        "cts_max_level": 2,
    },
    "cells_and_area": {
        "most-common-layout-cells": "clkdlybuf4s50_1, buf_2, dfrtp_1",
        "synthToLayoutAreaGrowth_pct": 64.6,
        "largest-register": "q",
        "drive_gt1_share_pct": 58.5,
        "final_core_util_pct": 29.0,
        "largest_reg_flops": 32,
        "top_regs": "q (32)",
        "instances_no_fill": 266,
        "fin_area_mm2": 0.00222,
    },
    "setup_path": {
        "cp_num_buf_inv": 1,
        "cp-start-kind": "flop",
        "crit_path_cell_trace": "buf_2",
        "slowest_delay_ns": 0.39,
        "cp.required_ns": 0.80,
        "r2r_cells": 3,
        "crit_path_end_kind": "output port",
        "arrival_ns": 0.79,
        "worstSetupStartpoint": "q[11]$_DFFE_PP0P_",
        "setup.worst_path.end": "q[11]",
        "critPathTopFamily": "flip-flops",
        "crit_fanout": 2,
        "r2r-start": "q[20]$_DFFE_PP0P_",
        "cp_num_cells": 1,
        "crit_type": "flop to output port",
        "timing.rr.end": "q[20]$_DFFE_PP0P_",
        "rrSetupSlack_ns": 0.02,
        "crit_path_top_delay_cell": "dfrtp_1",
    },
    "worst_hold_path": {
        "hold_path_class": "input port to flop",
    },
    "global_route": {
        "track_usage_pct": 5.79,
        "overflow": 0,
        "first_global_vias": 940,
        "grt_pass1_wl_um": 5350,
        "grt_max_degree": 33,
        "antenna_found_initial": 0,
    },
    "routing": {
        "drtPass1Iterations": 2,
        "diodes": 0,
        "ant_nets": 0,
        "drc": 0,
        "met3RoutedLength_um": 401,
        "wl_per_cell_um": 13.2,
        "first_iter_violations": 25,
        "finalWirelength_um": 3500,
        "vias": 874,
        "vias_per_cell": 3.29,
        "routed-wl-met2_um": 1380,
        "top_layer": "met3",
        "wl_met1_um": 1720,
    },
    "die": {
        "rows": 32,
        "chip_area_mm2": 0.0117,
        "fp.coreArea_mm2": 0.00765,
        "fp.dieH_um": 108,
        "die_w_um": 108,
        "initCoreUtil_pct": 17.6,
        "ios": 67,
    },
    "timing": {
        "relSlewSlack_pct": 87.8,
        "setup_viol": 0,
        "hold_viol": 0,
        "tightest_slew_ns": 0.183,
        "min_period_ns": 0.986,
        "fmax_mhz": 1010,
        "drv_slew": 0,
        "grt_setup_unrepaired": "true",
        "period_used_pct": 98.6,
        "clock_skew_ns": 0,
    },
    "flow_run": {
        "log.warning_count": 27,
        "cap_violations": 0,
    },
    "outcome": {
        "outcome": "completed",
    },
}
## synth_stat cells (all sizes together)
master	number
dfrtp	32
mux2	32
buf	4
inv	1
## cell type report
| type | instances | area (um^2) |
|---|---|---|
| Sequential cell | 32 | 801 |
| Timing Repair Buffer | 91 | 724 |
| Inverter | 1 | 3.75 |
| Tap cell | 102 | 128 |
| Multi-Input combinational cell | 32 | 473 |
| Clock buffer | 8 | 90.1 |
| Fill cell | 768 | 5430 |
## worst reg2reg max path: cells and delay by family (launching register included)
family	cells	cell delay, ns
flip-flops	1	0.37
buffers and inverters	2	0.25
multiplexers	1	0.25
## per-layer routing
metal / GRT usage (%) / up-vias
met5: 0 / -
met4: 0.477 / 0
met3: 2.95 / 0
met2: 7.59 / 47
met1: 8.65 / 404
li1: - / 423
## cells by family (layout without fill, tap and decap cells)
logic type | after synthesis | after routing | share of synthesized area (%)
buffers and inverters | 5 | 100 | 5.57
DFF | 32 | 32 | 59.4
muxes | 32 | 32 | 35.1
## stage by stage
| step | TNS [ns] | hold slack (ns) | setup WS, ns |
|---|---|---|---|
| after floorplan | 0 | 0.316 | 0.109 |
| after global placement | -1.14 | 0.492 | -0.0689 |
| after detailed placement | -0.595 | 0.493 | -0.0363 |
| after CTS | -0.0166 | 0.271 | -0.0166 |
| after global routing | -0.306 | 0.265 | -0.0366 |
| final | 0 | 0.275 | 0.0136 |
## worst min path at each step
| stage | cells past startpoint | from | end |
|---|---|---|---|
| CTS | 2 | enable | q[11]$_DFFE_PP0P_ |
| global route | 2 | enable | q[11]$_DFFE_PP0P_ |
| finish | 2 | enable | q[11]$_DFFE_PP0P_ |
## power by group through the flow
stage,combinational (mW),clock (mW),sequential [mW]
after CTS,0.680,1.08,1.48
after global routing,0.733,1.15,1.50
final,0.676,1.03,1.48
## what timing repair did
action,4_1_cts,5_1_grt
endpoints found under the setup margin,32,31
buffers inserted,12,6
resized,98,1
No activity file was given, so power comes from the tool's default toggle rates.
